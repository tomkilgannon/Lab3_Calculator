## config.mk

```make
export PLATFORM = sky130hd
export DESIGN_NAME = displayInterface
export DESIGN_NICKNAME = displayInterface
export VERILOG_FILES = /design/flow/design.v
export SDC_FILE = /design/flow/constraint.sdc
export NUM_CORES = 4
export LEC_CHECK = 1
export CORE_AREA = 10 10 105 105
export DIE_AREA = 0 0 115 115
```

## run.sh

```bash
#!/bin/bash
# OpenROAD 26Q1-2900-gdf79404cd8, Yosys 0.63+post, stock flow scripts
make -C /OpenROAD-flow-scripts/flow DESIGN_CONFIG=/design/flow/config.mk WORK_HOME=/design/flow/orfs finish
```

## constraint.sdc

```tcl
current_design displayInterface

set clk_period 2.2
set clk_io_pct 0.2

create_clock -name clk0 -period $clk_period [get_ports {clock}]

set non_clock_inputs [all_inputs -no_clocks]
set_input_delay [expr $clk_period * $clk_io_pct] -clock clk0 $non_clock_inputs
set_output_delay [expr $clk_period * $clk_io_pct] -clock clk0 [all_outputs]
```

## design.v

```verilog
module displayInterface (
    input clock,  
    input reset,  
    input [23:0] value,
    input [5:0] dots,
    output reg [7:0] digit,  
    output [7:0] segment     
);
    reg [2:0] count;  
    reg [3:0] hexNumber;  
    reg dot;  
    wire [6:0] pattern;  
    reg clock_slow;  
    reg [10:0] slowedCounter;  
    hex2seg hex2segModule (
        .number (hexNumber),
        .pattern (pattern)
    );
    always @ (posedge clock) begin
        if ( reset == 1'b1 ) begin  
            clock_slow <= 0;
            slowedCounter <= 0;
        end
        else begin
            slowedCounter <= slowedCounter + 11'd1;
            if (slowedCounter == 11'd1000) begin
                slowedCounter <= 0;
                clock_slow <= ~clock_slow;  
            end
        end
    end
    always @ (posedge clock_slow or posedge reset) begin
        if ( reset == 1'b1 ) begin
            count <= 3'd0;
        end
        else begin  
            count <= count + 3'd1;
            if (count == 3'd5) begin
                count <= 3'd0;
            end
        end
    end
    always @ (count, value, dots) begin
        case (count)
            3'd0 : begin
                digit <= 8'b11111110;
                hexNumber <= value[3:0];
                dot <= ~dots[0];
            end
            3'd1 : begin
                digit <= 8'b11111101;
                hexNumber <= value[7:4];
                dot <= ~dots[1];
            end
            3'd2 : begin
                digit <= 8'b11111011;
                hexNumber <= value[11:8];
                dot <= ~dots[2];
            end
            3'd3 : begin
                digit <= 8'b11110111;
                hexNumber <= value[15:12];
                dot <= ~dots[3];
            end
            3'd4 : begin
                digit <= 8'b11101111;
                hexNumber <= value[19:16];
                dot <= ~dots[4];
            end
            3'd5 : begin
                digit <= 8'b11011111;
                hexNumber <= value[23:20];
                dot <= ~dots[5];
            end
            default: begin  
                digit <= 8'b11111111;
                hexNumber <= 4'h0;
                dot <= 1'b1;
            end
        endcase
    end
    assign segment = {pattern, dot};  
endmodule
module hex2seg (
   input [3:0] number,            
   output reg [6:0] pattern );    
   always @ (number)
      case(number)
         4'h0:  pattern = 7'b0000001;   
         4'h1:  pattern = 7'b1001111;   
         4'h2:  pattern = 7'b0010010;
         4'h3:  pattern = 7'b0000110;
         4'h4:  pattern = 7'b1001100;
         4'h5:  pattern = 7'b0100100;
         4'h6:  pattern = 7'b0100000;
         4'h7:  pattern = 7'b0001111;
         4'h8:  pattern = 7'b0000000;
         4'h9:  pattern = 7'b0000100;
         4'hA:  pattern = 7'b0001000;
         4'hB:  pattern = 7'b1100000;
         4'hC:  pattern = 7'b0110001;
         4'hD:  pattern = 7'b1000010;
         4'hE:  pattern = 7'b0110000;
         4'hF:  pattern = 7'b0111000;   
      endcase   
endmodule 
```

==> flow_summary.ini <==
; yosys + openroad results
[pwr]
powerDensity_nw_per_um2 = 298
ir_drop_mv = 0.316
leakagePower_nw = 0.919
totalPowerFinal_mw = 0.690

[detailed_routing]
ant_nets = 0
avgViaCountPerCell = 4.02
vias = 1330
diodes = 0
wl_per_cell_microns = 13.2
drt-initial-drc-count = 137
drc = 0
routed_wl_mm = 4.36
dr.pass1.iters = 4

[global_routing]
gr-total-overflow = 0
grt_pass1_wl_mm = 6.74
antenna_found_initial = 0
grt_max_degree = 20
grt_use_total = 0.0624
grt_pass1_vias = 1309

[synth]
top_cell_area_share = 0.177
yosys_warnings = 2
ys.flop_type = dfxtp_1
syn-cell-area_sq_um = 1360
yosys-stat-area_sq_um = 1360
synth-async-reset-ratio = 0.200
ys.flops = 15
top_cells_by_area = dfxtp_1 (18%), ha_1 (9.2%), dfrtp_1 (5.5%), nor2_1 (5.5%), mux4_1 (3.9%)
avgSynthCellArea_sq_um = 8.52
synth-seq-area-share = 0.233
edf_count = 0
synth_cell_type_count = 49
synthCells = 159
synth.largest_area_cell = dfxtp_1
yosysCellCount = 159

[sta]
min_period_ns = 2.57
slew_violations = 0
hold_ws_ns = 0.475
report.final.hold_viol_count = 0
untimed_endpoints = 9
final-setup-viol-count = 8
unclocked_regs = 3
worst_pin_slew_ns = 0.723
relSlewSlack = 0.518
finClkSkew_ns = 0.00484
fin_crit_sh = 1.17
rsz0062_at_grt = yes
tns_ns = -2.10
max_freq_mhz = 389
fin_ws_ns = -0.369

[place]
place_ws_ns = -0.997
place_congestion = 0.782
dpl.hpwl_mm = 3.22
io_buffers = 45

[clock_network]
h-tree-depth = 1
ctsLongestPathBuffers = 2
tritoncts = built
clkTransAtPathRegs_ns = 0.05
worstSkewPairLatency_ns = 0.24
cts_made_buffers = 3
cts-root-buf = clkbuf_8
hold_buffers = 0

[final_layout]
drive_gt1_frac = 0.413
syn2layout_area_growth_pct = 70.7

[floorplanning]
core-area_sq_um = 8760
chipArea_sq_um = 13200
num_rows = 34
die_w_microns = 115
dieHeight_microns = 115
fp_util = 0.155
num_io_pins = 48

[setup_path]
start_kind = primary input
endpoint_kind = output pin
crit_type = in -> out
cp.required_ns = 1.76
cp_max_fo = 3
worstPathArrival_ns = 2.13

[flow_run]
openroad.warnings = 35
drv_cap = 0

[status]
status = finished with violations
violations = negative setup slack

[hold_path]
min_path_type = reg -> reg
registers in the layout, summed over array words and instances, names as in the netlist:
register / flops
count: 3
clock_slow: 1
slowedCounter: 11
power by group:
group / total, mW / internal [mW] / switching (mW) / leakage, nW
registers: 0.228 / 0.222 / 0.00544 / 0.139
logic: 0.225 / 0.139 / 0.0853 / 0.751
clock network: 0.238 / 0.158 / 0.0796 / 0.0288
total: 0.690 / 0.520 / 0.170 / 0.919
final cells by class:
type                    count  area [sq um]
fillers                   899          6450
multi-input cells         125          1140
repair buffers             70           628
flip-flops and latches     15           315
well taps                 108           135
clock buffers               4          55.1
inverters                   9          38.8
kinds of logic (layout without fill, tap and decap cells):
kind of cell,after synthesis,count (layout),synth area share
adders and majority gates,10,10,0.0923
other,1,2,0.00277
DFF,15,15,0.233
AOI/OAI and AO/OA,29,29,0.168
buffers and inverters,20,83,0.0914
muxes,9,9,0.0951
and+or+nand+nor,65,65,0.253
xor gates and xnor gates,10,10,0.0646
placed cells by master (no fill, tap or decap), types with 3 or more instances in the layout:
master           Yosys  routed
nor2_1              20      20
buf_6                4      17
clkdlybuf4s50_1      0      14
dfxtp_1             12      12
buf_4                4      11
buf_2                1      10
nand2_1             12       9
nand3_1              9       7
dlygate4sd2_1        0       7
inv_1                7       6
xnor2_1              6       6
ha_4                 0       6
mux2i_1              5       5
a21oi_2              0       5
clkdlybuf4s15_1      0       5
a211oi_2             1       4
and3_1               4       4
xor2_1               4       4
ha_1                10       4
clkbuf_8             0       4
clkbuf_2             0       4
nand3b_1             3       3
o211ai_1             3       3
o21ai_0              6       3
dfrtp_1              3       3
critical path: stages:
cell and delay (ns):
buf_6 0.09, mux4_2 0.49, nand2b_4 0.10, nand3_4 0.09, nand2_4 0.10, buf_6 0.12, ha_4 0.19, mux2i_1 0.15
a2bb2oi_2 0.16, nor2_1 0.06, buf_2 0.15
worst paths after layout:
kind,slack [ns],cells past startpoint,start,end
hold reg to reg,0.48,1,slowedCounter[0],slowedCounter[0]
hold / removal,0.48,1,slowedCounter[0],slowedCounter[0]
setup / recovery,-0.37,11,value[20],segment[6]
setup reg to reg,0.65,5,slowedCounter[6],slowedCounter[3]
synthesized netlist by cell type, types with 2 or more instances:
| cell | number |
|---|---|
| a211oi_1 | 3 |
| a21oi_1 | 7 |
| and3_1 | 4 |
| buf_4 | 4 |
| buf_6 | 4 |
| clkbuf_1 | 2 |
| dfrtp_1 | 3 |
| dfxtp_1 | 12 |
| ha_1 | 10 |
| inv_1 | 7 |
| mux2i_1 | 5 |
| mux4_1 | 2 |
| nand2_1 | 12 |
| nand3_1 | 9 |
| nand3b_1 | 3 |
| nor2_1 | 20 |
| nor3_1 | 2 |
| nor4bb_1 | 2 |
| o211ai_1 | 3 |
| o21ai_0 | 6 |
| or2_1 | 2 |
| or2b_1 | 2 |
| xnor2_1 | 6 |
| xor2_1 | 4 |
layer usage:
metal | GRT usage | vias to the layer above | share of wire
li1 | - | 682 | -
met1 | 0.0816 | 614 | 0.44
met2 | 0.106 | 32 | 0.49
met3 | 0.0179 | 2 | 0.072
met4 | 0.000825 | 0 | 0.0014
met5 | 0 | - | 0
through the flow:
| stage | utilization | std cells | area (sq um) |
|---|---|---|---|
| after floorplan | - | 160 | 1410 |
| final | 0.264 | 331 | 2310 |
| after global placement | 0.227 | 312 | 1990 |
| after detailed placement | 0.227 | 312 | 1990 |
| after CTS | 0.254 | 325 | 2220 |
| after global routing | 0.264 | 331 | 2310 |
repair_timing:
action | in CTS | in global routing
setup endpoints to repair | 8 | 8
pin swaps | 29 | 20
resized | 110 | 19
setup buffers | 10 | 7
Power figures rest on the tool's default switching activity, not on a simulated workload.
