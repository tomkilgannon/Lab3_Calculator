## ./config.mk

```make
export PLATFORM = sky130hd
export DESIGN_NAME = DisplayUpdate
export DESIGN_NICKNAME = DisplayUpdate
export VERILOG_FILES = /design/flow/design.v
export SDC_FILE = /design/flow/constraint.sdc
export NUM_CORES = 4
export LEC_CHECK = 1
export CORE_AREA = 10 10 103 103
export DIE_AREA = 0 0 113 113
```

## ./constraint.sdc

```tcl
current_design DisplayUpdate

set clk_period 2.3
set clk_io_pct 0.2

create_clock -name clk0 -period $clk_period [get_ports {clock}]

set non_clock_inputs [all_inputs -no_clocks]
set_input_delay [expr $clk_period * $clk_io_pct] -clock clk0 $non_clock_inputs
set_output_delay [expr $clk_period * $clk_io_pct] -clock clk0 [all_outputs]
```

## ./design.v

```verilog
module DisplayUpdate (
    input clock,
    input reset,  
    input load,  
    input [23: 0] load_val,  
    input new_digit,  
    input [3: 0] code,  
    input new_op,
    output reg [23: 0] X,  
    output reg [2: 0] digit_count  
);
wire [23: 0] new_X;
wire [23: 0] shifted_X;
wire [23: 0] proc_X;
reg [2: 0] new_digit_count;
wire max_digits;
wire value_to_add;
always @ (posedge clock or posedge reset) begin
    if (reset == 1'b1)
        X <= 0;
    else
        X <= new_X;
end
assign shifted_X = {X[19: 0], code};
assign proc_X = (new_digit == 1'b1 && max_digits == 1'b0) ? shifted_X : X;
assign new_X = (new_op == 1'b1) ? 24'd0 : (load == 1'b1) ? load_val : proc_X;
always @ (posedge clock or posedge reset) begin
    if (reset == 1'b1)
        digit_count <= 0;
    else
        digit_count <= new_digit_count;
end
always @ (load, value_to_add, digit_count) begin
    if (load == 1'b1) begin
        new_digit_count = 3'd0;
    end
    else begin
        new_digit_count = digit_count + value_to_add;
    end
end
assign max_digits = (digit_count == 3'd6);
assign value_to_add = (new_digit == 1'b1) ? (max_digits == 1'b1 ? 1'b0 : 1'b1) : 0;
endmodule
```

## ./run.sh

```bash
#!/bin/bash
# OpenROAD 26Q1-2900-gdf79404cd8, Yosys 0.63+post, stock flow scripts
make -C /OpenROAD-flow-scripts/flow DESIGN_CONFIG=/design/flow/config.mk WORK_HOME=/design/flow/orfs finish
```

==> summary.txt <==
Leakage Power: 0.935 nW
CP bufs+invs: 1
gr ovfl total: 0
Placed Area: 0.00224 mm2
Synth Warn #: 1
critical path arrival: 1.21 ns
Yosys Chip Area: 0.00159 mm2
clk_skew: 0.00632 ns
and+or+nand+nor area frac: 2.52%
clock sinks: 27
Die Wd: 113 um
Setup crit end: digit_count[2]
Synth Area in XOR/XNOR: 0.552%
Worst path depth: 1
Die ar.: 0.0128 mm2
tool warning count: 25
distinct lib cells: 20
first-pass GRT wire length: 8220 um
Vias: 1378
Adder Share, Synth: 1.58%
H-Tree Depth: 1
wire length per cell: 17.0 um
HP Class: in2async
vias in the first global route: 1481
Max Buffers Root-to-Sink: 2
Highest Clock Rate: 599 MHz
status: complete, no violations
Post CTS Setup Buffer Count: 0
Post-synth seq share: 42.6%
RSZ-0062 raised after global routing: no
Clk pin slew, worst setup/hold paths: 0.10 ns
fraction of layout cells with a size suffix above 1: 17.2%
Pwr Density: 470 mW/mm2
worst slew margin relative to its limit: 56.5%
synthesized flop and latch total: 27
R2R cell count: 6
final-report setup violation count: 0
FP Core Util: 19.1%
clock latency (worst-skew pair): 0.27 ns
Max-area cell share: 42.6%
worst slew pin tran: 0.652 ns
Layout Cells excl Fill: 309
Synth Area per Inst: 10.4 um2
Max rail drop VDD: 193 uV
drt drc: 0
# Cells Yosys: 152
DRT Pass-1 Iters: 4
CTS buffer count: 3
Vias per Instance: 4.46
initial DRC count: 91
Compound Share, Synth: 38.5%
Final WS setup: 0.630 ns
Worst R2R Setup Slack: 0.66 ns
Final Cycle Share: 72.6%
WS Path Type: reg2out
Multiplexer share: 0%
leading area contributor after synthesis: dfrtp_1
Final Hold Vio Count: 0
Critical Path Sink Type: output pin
Routability Congestion: 0.797
antenna violations before repair: 0
HPWL after DPL: 3910 um
crit-path max FO: 4
pre-CTS setup slack: 0.462 ns
synthesis-to-finish area growth: 44.0%
Top delay family on crit path: buffers and inverters
Syn Std Cell Area: 0.00159 mm2
# IOs: 60
post-CTS sizing: 0
Reg2Reg Launch Point: digit_count[0]$_DFF_PP0_
cell-by-cell trace of the critical path: clkdlybuf4s50_1
Global Route Usage Sum: 7.86%
minimum clock period: 1.67 ns
die y size: 113 um
synthesized instance count: 152
Placed Instances: 305
Cell Rows: 33
# hold bufs at CTS: 0
Critical Path Source: digit_count[2]$_DFF_PP0_
WL final: 5270 um
setup TNS: 0 ns
Core Area: 0.00830 mm2
CP required: 1.84 ns
Critical Path Source Type: flip-flop
Slew Limit Fails: 0
CTS root buf: clkbuf_8
slowest CP cell: clkdlybuf4s50_1
Logic family by area: AND-OR/OR-AND gates
TritonCTS clock tree: yes
Antenna Nets Post-Route: 0
IO Port Bufs: 59
top cells by area, synth: dfrtp_1, a221oi_2, a31oi_1
worst r2r dst: digit_count[1]$_DFF_PP0_
ant diodes: 0
number of max-cap violations: 0
post-route cell area: 0.00228 mm2
largest net degree at the start of global routing: 31
CP peak stage delay: 0.50 ns
[cells in the final DEF (no fill, tap or decap)]
| cell type | instances |
|---|---|
| xnor2_1 | 1 |
| inv_1 | 25 |
| and3b_1 | 1 |
| inv_2 | 1 |
| clkdlybuf4s50_1 | 58 |
| clkbuf_8 | 3 |
| clkbuf_1 | 1 |
| o21ai_2 | 3 |
| dfrtp_1 | 27 |
| o21ai_0 | 5 |
| a221oi_1 | 5 |
| nand3b_2 | 1 |
| buf_2 | 1 |
| a221oi_2 | 19 |
| o21ai_1 | 16 |
| a31oi_1 | 24 |
| buf_12 | 1 |
| nor2b_1 | 2 |
| ha_1 | 2 |
| buf_4 | 6 |
| nor2_1 | 2 |
[per-layer routing]
layer  vias up  GRT usage, %  share of wire, %
met5         -             0                 0
met4         0         0.508              0.51
met3         2          2.40               6.6
met2        43          12.3                48
met1       664          10.9                45
li1        669             -                 -
[power by group]
part	total, mW	switching [mW]	internal, mW
registers	0.537	0.0301	0.507
logic	0.262	0.106	0.156
clock network	0.274	0.149	0.124
[stage by stage]
| step | util (%) | hold slack, ns | total power [mW] |
|---|---|---|---|
| 2_1_floorplan | - | 0.499 | 0.654 |
| 3_3_place_gp | 27.0 | 0.541 | 0.812 |
| 3_5_place_dp | 27.0 | 0.540 | 0.814 |
| 4_1_cts | 27.5 | 0.552 | 1.09 |
| 5_1_grt | 27.5 | 0.572 | 1.13 |
| 6_report | 27.5 | 0.551 | 1.07 |
[cell usage after synthesis]
library cell,instances
a221oi_1,5
a221oi_2,19
a31oi_1,24
and3b_1,1
buf_12,2
buf_2,8
buf_4,1
buf_6,2
clkbuf_1,5
dfrtp_1,27
ha_1,2
inv_1,25
inv_2,1
nand3b_2,1
nor2_1,2
nor2b_1,2
o21ai_0,5
o21ai_1,16
o21ai_2,3
xnor2_1,1
[cell families after synthesis]
logic type | count (synthesis)
flops | 27
buf+inv | 44
fa+ha+maj | 2
xor+xnor | 1
simple gates | 6
compound gates | 72
[state kept, by name (all words and copies together) (netlist names)]
register	cells
X	24
digit_count	3
[worst min-delay path by stage]
| stage | slack [ns] | from | end |
|---|---|---|---|
| 6_report | 0.55 | reset | X[9]$_DFFE_PP0P_ |
| 5_1_grt | 0.57 | X[22]$_DFFE_PP0P_ | X[22]$_DFFE_PP0P_ |
| 4_1_cts | 0.55 | X[22]$_DFFE_PP0P_ | X[22]$_DFFE_PP0P_ |
[cell type report]
| class | instances | area (um2) |
|---|---|---|
| Timing Repair Buffer | 66 | 651 |
| Clock buffer | 4 | 45.0 |
| Sequential cell | 27 | 676 |
| Fill cell | 870 | 6010 |
| Multi-Input combinational cell | 81 | 684 |
| Tap cell | 105 | 131 |
| Inverter | 26 | 97.6 |
Power figures rest on the tool's default switching activity, not on a simulated workload.
