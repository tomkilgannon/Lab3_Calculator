File: config.mk
export PLATFORM = sky130hd
export DESIGN_NAME = Arithmetic_Block
export DESIGN_NICKNAME = Arithmetic_Block
export VERILOG_FILES = /design/flow/design.v
export SDC_FILE = /design/flow/constraint.sdc
export NUM_CORES = 4
export LEC_CHECK = 1
export CORE_UTILIZATION = 50
File: constraint.sdc
current_design Arithmetic_Block

set clk_period 1.0
set clk_io_pct 0.2

create_clock -name clk0 -period $clk_period [get_ports {clk}]

set non_clock_inputs [all_inputs -no_clocks]
set_input_delay [expr $clk_period * $clk_io_pct] -clock clk0 $non_clock_inputs
set_output_delay [expr $clk_period * $clk_io_pct] -clock clk0 [all_outputs]
File: design.v
module Arithmetic_Block (
    input wire clk,    
    input wire reset,  
  input wire [23:0] X,  
  input wire [23:0] Y, 
  input wire [3:0] OP, 
  output reg [23:0] result,  
    output wire overflow  
);
  localparam [3: 0] MULTIPLY_CODE = 4'b0010;
  localparam [3: 0] PLUS_CODE = 4'b1010;
  wire [23:0] add_result, mul_result;  
  wire [23:0] selected_result; 
    assign add_result = X + Y;
    assign mul_result = X * Y;
    assign selected_result = (OP == PLUS_CODE) ? add_result : 
                             (OP == MULTIPLY_CODE) ? mul_result : 
                             24'b0;  
    always @(posedge clk or posedge reset) begin
        if (reset) begin
            result <= 24'b0;  
        end else begin
            result <= selected_result;  
        end
    end
    assign overflow = (selected_result > 24'hFFFFFF);
endmodule
File: run.sh
#!/bin/bash
# OpenROAD 26Q1-2900-gdf79404cd8, Yosys 0.63+post, stock flow scripts
make -C /OpenROAD-flow-scripts/flow DESIGN_CONFIG=/design/flow/config.mk WORK_HOME=/design/flow/orfs finish
==> impl_metrics.csv <==
group,metric,value,unit
clocking,cts-htree-levels,1,
sta,rsz0062_at_grt,"true",
sta,layout_min_cycle_time,5.630,ns
grt,grt_pass1_wl,55500,um
placed_design,placed_cell_area,0.01414,mm^2
routing,postRouteAntennaNets,0,
clocking,path_clk_slew,0.07,ns
placed_design,place.gp.congestion,0.9441,
critical_path,cp_cell_sequence,"buf_8 -> buf_8 -> and2_4 -> fa_1 -> fa_1 -> inv_2 -> fa_1 -> fa_1 -> fa_1 -> inv_1 -> fa_1 -> inv_2 -> fa_1 -> inv_2 -> ha_4 -> a2111o_1 -> nor2_1 -> a21oi_1 -> o21ai_2 -> o21bai_1 -> a21oi_1 -> xnor2_1 -> nand2_1 -> a21oi_2",
floorplanning,die_h,150.1,um
flow_run,log.warning_count,28,
synth,synth-seq-cells,24,
synth,mux_share,0.005479,
final_layout,reg_top3,"result (24)",
synth,synth.cellmix.adderShare,0.5119,
synth,ys_sh_simple,0.1740,
final_layout,design_area,0.01622,mm^2
grt,grt_pass1_vias,10058,
synth,compound_area_frac,0.06530,
critical_path,crit_path_end,"result[19]",
synth,synthXorXnorAreaFrac,0.06358,
synth,ys_seq_frac,0.05479,
final_layout,logic_area,0.01022,mm^2
grt,grt_max_degree,17,
sta,setup_slack,-4.630,ns
clocking,clockBufferDepth,2,
grt,antenna_found_initial,1,
critical_path,path_max_fanout,5,
critical_path,end_kind,"register",
synth,post_synth_num_cell_types,55,
final_layout,largest_register_ffs,24,
sta,tightest_slew,0.5394,ns
sta,finalHoldViolations,0,
floorplanning,row_count,53,
routing,vias,9664,
critical_path,cp-start-kind,"primary input",
floorplanning,initial_utilization,0.5149,
synth,synth_warnings,1,
synth,flop_cell,"dfrtp_1",
final_layout,top_register,"result",
final_layout,fillers,1388,
placed_design,hpwlAfterDp,27130,um
routing,first_iter_violations,417,
clocking,cts_hold_buf,0,
sta,relSlewSlack,0.6366,
clocking,tritoncts,"built",
synth,syn_avg_cell_area,8.550,um^2
final_layout,layout_top_cell,"inv_1",
sta,setup_viol,26,
grt,track_usage,0.3623,
clocking,cts.sinks,24,
synth,ys_cells,1282,
critical_path,crit_path_start,"Y[7]",
synth,ys_chip_area,0.01096,mm^2
sta,min_period_over_period,5.630,
flow_run,drv_cap,0,
synth,edf_count,0,
floorplanning,coreArea,0.02129,mm^2
synth,top_logic_kind,"adder cells",
critical_path,slowest_stage,"fa_1",
outcome,run_status,"complete, but fails checks",
grt,grt-ovfl-total,0,
sta,timing.hold.ws,0.3043,ns
synth,syn_inst,1282,
clocking,numCtsBuffers,3,
routing,drtPass1Iterations,5,
sta,fmax,0.1776,GHz
sta,drv_slew,0,
routing,wl_per_cell,19.23,um
critical_path,cp.required,1.20,ns
critical_path,critPathMaxStageDelay,0.54,ns
routing,routed_wirelength,36420,um
clocking,clockRootBuffer,"clkbuf_16",
critical_path,cpMostUsedCell,"fa_1",
synth,async_reset_ff_frac,1.000,
final_layout,regArea,600.6,um^2
final_layout,drive_gt1_frac,0.3857,
placed_design,portBuffers,77,
floorplanning,design.portCount,79,
floorplanning,die_w,150.1,um
routing,vias_per_cell,5.102,
outcome,violations,"setup timing",
hold_path,hp-class,"in -> async",
synth,synth_area,0.01096,mm^2
critical_path,worstPathArrival,5.83,ns
final_layout,area_growth,47.98,%
routing,drc_errors,0,
floorplanning,die_area,0.02252,mm^2
critical_path,crit_type,"in -> reg",
final_layout,final_cell_mix,"257 x inv_1, 198 x buf_4, 185 x fa_1, 145 x nand2_1, 109 x and2_1",
-- cells by family after synthesis --
group / Yosys count
xor+xnor: 75
buf+inv: 357
other cells: 1
compound gates: 113
simple gates: 386
flops: 24
mux: 6
fa+ha+maj: 320
-- critical path, delay by kind of cell --
kind | cells | cell delay, ns
xor+xnor | 1 | 0.16
compound gates | 6 | 0.94
fa+ha+maj | 8 | 3.69
buf+inv | 6 | 0.42
simple gates | 3 | 0.39
-- cell usage after synthesis (10+ instances only) --
library cell | count | area share
o21a_1 | 10 | 0.0068
fa_1 | 214 | 0.39
nor2_1 | 33 | 0.011
xnor2_1 | 50 | 0.040
o21ai_0 | 18 | 0.0082
dfrtp_1 | 24 | 0.055
xor2_1 | 22 | 0.018
ha_1 | 106 | 0.12
nand2_1 | 165 | 0.057
inv_1 | 309 | 0.11
a21oi_1 | 38 | 0.017
nor3_1 | 13 | 0.0059
and2_1 | 139 | 0.079
clkbuf_1 | 39 | 0.013
-- layout make-up --
class                   instances  area share
clock inverters                 1    0.001851
multi-input cells             901      0.6299
diodes                          1   0.0001543
repair buffers                380      0.2330
well taps                     275     0.02121
clock buffers                   3    0.004629
inverters                     309     0.07213
flip-flops and latches         24     0.03703
-- worst min path at each step --
stage	endpoint	slack [ns]	startpoint
final	result[1]	0.30	reset
after CTS	result[1]	0.31	reset
after global routing	result[19]	0.31	reset
-- stage by stage --
| step | setup TNS (ns) | worst slack (ns) | instances | util |
|---|---|---|---|---|
| 6_report | -80.87 | -4.630 | 1894 | 0.7619 |
| 5_1_grt | -84.05 | -4.828 | 1893 | 0.7618 |
| 4_1_cts | -82.41 | -4.790 | 1871 | 0.7273 |
| 3_5_place_dp | -96.93 | -5.337 | 1786 | 0.6641 |
| 3_3_place_gp | -96.70 | -5.277 | 1786 | 0.6641 |
| 2_1_floorplan | -74.26 | -4.539 | 1282 | - |
-- timing repair --
| action | CTS | global route |
|---|---|---|
| cloned | 4 | 1 |
| gates resized | 318 | 247 |
| endpoints found under the setup margin | 48 | 40 |
| pin swaps | 96 | 161 |
| setup buffers | 79 | 36 |
-- metal layers --
layer  part of all wire  vias to the layer above  track usage
met5             0.0011                        -      0.03636
met2               0.43                      410       0.5035
li1                   -                     4495            -
met3               0.14                       41       0.1935
met4              0.024                        4      0.07374
met1               0.41                     4714       0.5219
